**config.mk**
```make
export PLATFORM = sky130hd
export DESIGN_NAME = uart_rx_hamming13
export DESIGN_NICKNAME = uart_rx_hamming13
export VERILOG_FILES = /design/flow/design.v
export SDC_FILE = /design/flow/constraint.sdc
export NUM_CORES = 4
export LEC_CHECK = 1
export CORE_UTILIZATION = 30
```
**constraint.sdc**
```tcl
current_design uart_rx_hamming13

set clk_period 3.5
set clk_io_pct 0.2

create_clock -name clk0 -period $clk_period [get_ports {clk}]

set non_clock_inputs [all_inputs -no_clocks]
set_input_delay [expr $clk_period * $clk_io_pct] -clock clk0 $non_clock_inputs
set_output_delay [expr $clk_period * $clk_io_pct] -clock clk0 [all_outputs]
```
**design.v**
```verilog
module hamming13_decoder(
    input  wire [12:0] code_in,
    output reg  [7:0]  data_out,
    output reg         single_error,
    output reg         double_error
);
    wire p_total = code_in[12];
    wire d8 = code_in[11];
    wire d7 = code_in[10];
    wire d6 = code_in[9];
    wire d5 = code_in[8];
    wire p8 = code_in[7];
    wire d4 = code_in[6];
    wire d3 = code_in[5];
    wire d2 = code_in[4];
    wire p4 = code_in[3];
    wire d1 = code_in[2];
    wire p2 = code_in[1];
    wire p1 = code_in[0];
    wire s1 = p1 ^ d1 ^ d2 ^ d4 ^ d5 ^ d7;        
    wire s2 = p2 ^ d1 ^ d3 ^ d4 ^ d6 ^ d7;        
    wire s4 = p4 ^ d2 ^ d3 ^ d4 ^ d8;             
    wire s8 = p8 ^ d5 ^ d6 ^ d7 ^ d8;             
    wire [3:0] syndrome = {s8, s4, s2, s1};  
    wire overall = p_total ^ p1 ^ p2 ^ p4 ^ p8 ^ d1 ^ d2 ^ d3 ^ d4 ^ d5 ^ d6 ^ d7 ^ d8;
    reg [12:0] corrected;
    reg [3:0] pos;  
    always @(*) begin
        single_error = 1'b0;
        double_error = 1'b0;
        corrected = code_in;
        pos = 4'd0;
        if (syndrome != 4'b0000) begin
            pos = syndrome;
            if (overall == 1'b1) begin
                corrected[pos-1] = ~corrected[pos-1];
                single_error = 1'b1;
            end else begin
                double_error = 1'b1;
            end
        end else begin
            if (overall == 1'b1) begin
                corrected[12] = ~corrected[12];  
                single_error = 1'b1;
            end else begin
            end
        end
        data_out[0] = corrected[2];   
        data_out[1] = corrected[4];   
        data_out[2] = corrected[5];   
        data_out[3] = corrected[6];   
        data_out[4] = corrected[8];   
        data_out[5] = corrected[9];   
        data_out[6] = corrected[10];  
        data_out[7] = corrected[11];  
    end
endmodule
module uart_rx_hamming13 #(
    parameter CLKS_PER_BIT = 8
)(
    input        clk,
    input        rst_n,
    input        rx_serial,
    output reg [7:0] data_out,         
    output reg       rx_done,          
    output reg       single_error,
    output reg       double_error
);
    localparam IDLE       = 3'd0;
    localparam START_BIT  = 3'd1;
    localparam DATA_BITS  = 3'd2;
    localparam STOP_BIT   = 3'd3;
    localparam CLEANUP    = 3'd4;
    reg [2:0] state;
    reg [15:0] clk_count;
    reg [3:0] bit_index;
    reg [15:0] rx_word;   
    reg        receiving_high_byte;
    wire [7:0] decoded_data;
    wire       se, de;
    wire [12:0] code_in;
    assign code_in = {rx_word[15:8], rx_word[7:3]};
    hamming13_decoder decoder_inst (
        .code_in(code_in),
        .data_out(decoded_data),
        .single_error(se),
        .double_error(de)
    );
    always @(posedge clk or negedge rst_n) begin
        if (!rst_n) begin
            state <= IDLE;
            clk_count <= 0;
            bit_index <= 0;
            rx_word <= 16'd0;
            rx_done <= 0;
            single_error <= 0;
            double_error <= 0;
            data_out <= 8'd0;
            receiving_high_byte <= 1'b1;
        end else begin
            case (state)
                IDLE: begin
                    rx_done <= 1'b0;
                    if (rx_serial == 1'b0) begin
                        state <= START_BIT;
                        clk_count <= 0;
                    end
                end
                START_BIT: begin
                    if (clk_count == (CLKS_PER_BIT/2)) begin
                        if (rx_serial == 1'b0) begin
                            clk_count <= 0;
                            bit_index <= 0;
                            state <= DATA_BITS;
                        end else
                            state <= IDLE;
                    end else
                        clk_count <= clk_count + 1;
                end
                DATA_BITS: begin
                    if (clk_count < CLKS_PER_BIT - 1)
                        clk_count <= clk_count + 1;
                    else begin
                        clk_count <= 0;
                        if (receiving_high_byte)
                            rx_word[15 - bit_index] <= rx_serial;
                        else
                            rx_word[7 - bit_index] <= rx_serial;
                        if (bit_index < 7)
                            bit_index <= bit_index + 1;
                        else begin
                            bit_index <= 0;
                            state <= STOP_BIT;
                        end
                    end
                end
                STOP_BIT: begin
                    if (clk_count < CLKS_PER_BIT - 1)
                        clk_count <= clk_count + 1;
                    else begin
                        clk_count <= 0;
                        if (receiving_high_byte) begin
                            receiving_high_byte <= 1'b0;
                            state <= START_BIT;  
                        end else begin
                            receiving_high_byte <= 1'b1;
                            data_out <= decoded_data;
                            single_error <= se;
                            double_error <= de;
                            rx_done <= 1'b1;
                            state <= CLEANUP;
                        end
                    end
                end
                CLEANUP: begin
                    state <= IDLE;
                    rx_done <= 1'b0;
                end
            endcase
        end
    end
endmodule
```
**run.sh**
```bash
#!/bin/bash
# OpenROAD 26Q1-2900-gdf79404cd8, Yosys 0.63+post, stock flow scripts
make -C /OpenROAD-flow-scripts/flow DESIGN_CONFIG=/design/flow/config.mk WORK_HOME=/design/flow/orfs finish
```
==> flow_summary.ini <==
; flow metrics
[sta]
hold_viol = 0
finClkSkew_ps = 8.924
final_max_slew_viol_count = 0
period_used_pct = 102.0
min_period_ps = 3572
rsz0062_at_grt = true
whs_ps = 308.7
fmax_mhz = 280.0
tightest_slew_ps = 595.5
slew_headroom_pct = 60.03
worst_slack_ps = -71.54
setup_viol = 3

[critical_path]
cp_top_family = simple AND/OR/NAND/NOR gates
slowest_stage = dfrtp_2
cp_data_required_time_ps = 3690
crit_cells = 15
worstSetupPathType = register to register
worstPathArrival_ps = 3760
path_buffers = 2
max_stage_delay_ps = 440
cp_cell_sequence = xnor2_2 > xnor3_2 > inv_4 > ha_4 > nor3_4 > and3_4 > inv_2 > ha_4 > nor4b_4 > nand3_2 > a311oi_2 > nand4_1 > or2_1 > a31oi_1 > o21ai_1
start_kind = register
r2r_cells = 15
cpMostUsedCell = ha_4
cp-end-kind = register
cp_max_fo = 5

[clocking]
clk_path_buf_depth = 2
clock.latency.late_pin_ps = 300
cts_tree = done
clkSinkCount = 50
cts_root_buf = clkbuf_16
clk_pin_slew_ps = 80
cts-buffers-inserted = 5
postCtsHoldBufs = 0
h-tree-depth = 2

[detailed_routing]
ant_nets = 0
wl_per_cell_um = 14.82
wirelength_um = 9264
antenna-diode-count = 0
drc = 0
firstDrtPassIters = 5
via_per_inst = 5.325
via_count = 3328
drt-initial-drc-count = 120

[synth]
synth_top_flop_cell = dfrtp_1
xor_share_pct = 9.177
yosysTopAreaCell = dfrtp_1
edf_count = 0
ys_sh_simple_pct = 21.32
synth_top_area_share_pct = 32.39
mux_share_pct = 1.754
ys_sh_adder_pct = 6.748
ys_cells = 434
synth_cell_types = 63
syn_area_um2 = 3709
area_leaders = dfrtp_1 32%, ha_1 6.7%, o21ai_0 6.1%, a21oi_1 4.6%, nand2_1 4.3%
most_common_cell = dfrtp_1
ys_area_um2 = 3709
netlist_top_cells_count = 48 x dfrtp_1, 45 x o21ai_0, 42 x nand2_1
ys_seq_elements = 50
avgSynthCellArea_um2 = 8.545
ys_seq_share_pct = 33.81
yosysWarnings = 2
syn_inst = 434
async_flop_share_pct = 100.0
logic_family = AND-OR/OR-AND gates
ys_sh_aoi_pct = 22.77

[grt]
met3_usage_pct = 2.675
grt_use_met2_pct = 24.34
grtUsageTotal_pct = 15.52
grt-busiest-layer = met2
grt_pass1_vias = 3042
globalRoute.totalOverflow = 0
grt_pass1_wl_um = 15710
grt_use_met1_pct = 23.83
grt_max_degree = 35
antenna_found_initial = 0

[floorplan]
rows = 40
ios = 14
fp.coreArea_um2 = 12010
die_h_um = 113.2
fp_util_pct = 30.88
dieArea_um2 = 12810
die_w_um = 113.2

[placed_design]
portBuffers = 13
globalplace.congestion = 0.8920
dpl_cell_area_um2 = 4287
place_hpwl_um = 6893

[cells_and_area]
final_area_um2 = 4589
area_growth_syn_to_layout_pct = 23.75
drive_gt1_share_pct = 19.25

[status]
failed_checks = negative setup slack
status = finished with violations

[min_path]
hp-class = input port to asynchronous set/reset pin

[run]
max_cap_viol_count = 0
log.warning_count = 34
[cell families (layout without fill, tap and decap cells)]
family / after synthesis / in the layout
compound gates: 137 / 137
buf+inv: 41 / 85
flops: 50 / 50
xor+xnor: 25 / 25
fa+ha+maj: 20 / 20
mux: 6 / 6
simple gates: 155 / 155
[worst reg2reg max path: stages (launching register included)]
cell and delay, ps:
dfrtp_2 440, xnor2_2 230, xnor3_2 420, inv_4 110, ha_4 210, nor3_4 180
and3_4 250, inv_2 50, ha_4 210, nor4b_4 290, nand3_2 120, a311oi_2 300
nand4_1 140, or2_1 260, a31oi_1 160, o21ai_1 80
[placed cells by master, fill, tap and decap left out, types with 7 or more instances in the layout]
cell and count:
o31ai_1 9, dfrtp_1 46, nand2_1 41, a21oi_1 34, o21ai_1 7, nor3_1 8, nor2b_1 10, ha_1 14
xnor2_1 12, inv_1 15, buf_4 44, nand3_1 19, a31oi_1 12, nor2_1 31, and3_1 10, clkdlybuf4s50_1 12
o21ai_0 44
[sequential cells by signal (all words and copies together), names as in the netlist]
register and cells:
clk_count 16, bit_index 4, double_error 1, rx_word 13, rx_done 1, single_error 1
receiving_high_byte 1, state 5, data_out 8
[routing by layer]
| layer | wire length, um | vias to the layer above |
|---|---|---|
| li1 | - | 1668 |
| met1 | 4542 | 1577 |
| met2 | 4166 | 78 |
| met4 | 93 | 0 |
| met5 | 0 | - |
| met3 | 461 | 5 |
[what timing repair did]
action	CTS	global route
gates resized	9	16
hold endpoints to repair	0	0
gates cloned	0	0
buffers inserted	1	3
pin swaps	0	14
setup endpoints to repair	5	5
[layout make-up]
cell class                 instances  area [um^2]
fill                            1200         7422
multi-input combinational        343         2457
sequential                        50         1256
timing repair buffer              57        455.4
tap                              147        183.9
clock buffer                       5        125.1
inverter                          20        82.58
clock inverter                     3        28.78
[path summary, 6_finish.rpt]
kind                               from            end  slack, ps
min reg2reg                single_error   single_error        480
min                               rst_n  clk_count[11]        310
max in group asynchronous         rst_n     rx_word[9]       2380
max                          rx_word[5]    data_out[0]        -70
min in group clk0          single_error   single_error        480
max reg2reg                  rx_word[5]    data_out[0]        -70
[metrics by stage]
step / util [%] / TNS [ps] / std cells / setup slack (ps)
after floorplan: - / -1095 / 434 / -300.6
after global placement: 35.69 / -45.65 / 614 / -45.65
after detailed placement: 35.69 / -443.2 / 614 / -132.0
after CTS: 37.23 / 0 / 623 / 4.402
after global routing: 38.21 / -1110 / 625 / -279.1
final: 38.21 / -103.5 / 625 / -71.54
