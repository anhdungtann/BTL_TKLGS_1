## flow/run.sh

```bash
#!/bin/bash
# OpenROAD 26Q1-2900-gdf79404cd8, Yosys 0.63+post, stock flow scripts
make -C /OpenROAD-flow-scripts/flow DESIGN_CONFIG=/design/flow/config.mk WORK_HOME=/design/flow/orfs finish
```

## flow/config.mk

```make
export PLATFORM = sky130hd
export DESIGN_NAME = uart_tx_hamming13
export DESIGN_NICKNAME = uart_tx_hamming13
export VERILOG_FILES = /design/flow/design.v
export SDC_FILE = /design/flow/constraint.sdc
export NUM_CORES = 4
export LEC_CHECK = 1
export CORE_AREA = 10 10 112 112
export DIE_AREA = 0 0 122 122
```

## flow/constraint.sdc

```tcl
current_design uart_tx_hamming13

set clk_period 3.8
set clk_io_pct 0.2

create_clock -name clk0 -period $clk_period [get_ports {clk}]

set non_clock_inputs [all_inputs -no_clocks]
set_input_delay [expr $clk_period * $clk_io_pct] -clock clk0 $non_clock_inputs
set_output_delay [expr $clk_period * $clk_io_pct] -clock clk0 [all_outputs]
```

## flow/design.v

```verilog
module hamming13_encoder(
    input  wire [7:0] data_in,    
    output wire [12:0] code_out   
);
    wire d1 = data_in[0];
    wire d2 = data_in[1];
    wire d3 = data_in[2];
    wire d4 = data_in[3];
    wire d5 = data_in[4];
    wire d6 = data_in[5];
    wire d7 = data_in[6];
    wire d8 = data_in[7];
    wire p1 = d1 ^ d2 ^ d4 ^ d5 ^ d7;
    wire p2 = d1 ^ d3 ^ d4 ^ d6 ^ d7;
    wire p4 = d2 ^ d3 ^ d4 ^ d8;
    wire p8 = d5 ^ d6 ^ d7 ^ d8;
    wire p_total = p1 ^ p2 ^ p4 ^ p8 ^ d1 ^ d2 ^ d3 ^ d4 ^ d5 ^ d6 ^ d7 ^ d8;
    assign code_out = { p_total, d8, d7, d6, d5, p8, d4, d3, d2, p4, d1, p2, p1 };
endmodule
module uart_tx_hamming13 #(
    parameter CLKS_PER_BIT = 8
)(
    input        clk,
    input        rst_n,
    input  [7:0] data_in,       
    input        tx_start,      
    output reg   tx_serial,     
    output reg   tx_done        
);
    localparam IDLE       = 3'd0;
    localparam START_BIT  = 3'd1;
    localparam DATA_BITS  = 3'd2;
    localparam STOP_BIT   = 3'd3;
    localparam CLEANUP    = 3'd4;
    reg [2:0] state;
    reg [3:0] bit_index;
    reg [15:0] clk_count;
    reg [15:0] tx_word;    
    reg        sending_high_byte;
    wire [12:0] encoded_bits;
    hamming13_encoder encoder_inst (
        .data_in(data_in),
        .code_out(encoded_bits)
    );
    always @(*) begin
        tx_word = {encoded_bits[12:5], encoded_bits[4:0], 3'b000};  
    end
    always @(posedge clk or negedge rst_n) begin
        if (!rst_n) begin
            state <= IDLE;
            tx_serial <= 1'b1;
            tx_done <= 1'b0;
            clk_count <= 0;
            bit_index <= 0;
            sending_high_byte <= 1'b1;
        end else begin
            case (state)
                IDLE: begin
                    tx_serial <= 1'b1;
                    tx_done <= 1'b0;
                    if (tx_start) begin
                        sending_high_byte <= 1'b1;
                        bit_index <= 0;
                        clk_count <= 0;
                        state <= START_BIT;
                    end
                end
                START_BIT: begin
                    tx_serial <= 1'b0;
                    if (clk_count < CLKS_PER_BIT - 1)
                        clk_count <= clk_count + 1;
                    else begin
                        clk_count <= 0;
                        state <= DATA_BITS;
                    end
                end
                DATA_BITS: begin
                    tx_serial <= sending_high_byte ? tx_word[15 - bit_index] : tx_word[7 - bit_index];
                    if (clk_count < CLKS_PER_BIT - 1)
                        clk_count <= clk_count + 1;
                    else begin
                        clk_count <= 0;
                        if (bit_index < 7)
                            bit_index <= bit_index + 1;
                        else begin
                            bit_index <= 0;
                            state <= STOP_BIT;
                        end
                    end
                end
                STOP_BIT: begin
                    tx_serial <= 1'b1;
                    if (clk_count < CLKS_PER_BIT - 1)
                        clk_count <= clk_count + 1;
                    else begin
                        clk_count <= 0;
                        if (sending_high_byte) begin
                            sending_high_byte <= 1'b0;
                            state <= START_BIT;  
                        end else begin
                            state <= CLEANUP;
                            tx_done <= 1'b1;
                        end
                    end
                end
                CLEANUP: begin
                    state <= IDLE;
                    tx_done <= 1'b0;
                end
            endcase
        end
    end
endmodule
```

==> flow_summary.json <==
{
  "outcome": "finished clean",
  "cp-start-kind": "input pin",
  "post-route-period-util_pct": 62.24,
  "ctsHoldBuffers": 0,
  "max_cap_viol_count": 0,
  "area_delta_synth_final_pct": 19.95,
  "antenna_found_initial": 0,
  "grt_usage_pct": 4.101,
  "arrival_ns": 2.58,
  "cts_resized": 0,
  "setup_viol": 0,
  "power_frac_seq_pct": 58.3,
  "grt_max_degree": 29,
  "ys_types": 46,
  "drive_gt1_share_pct": 7.303,
  "cts_tree": "done",
  "finalWorstSetupSlack_ns": 1.435,
  "syn_area_sq_mm": 0.001568,
  "syn_inst": 166,
  "synth-async-reset-ratio_pct": 100.0,
  "yosys_area_sq_mm": 0.001568,
  "yosys_cells": 166,
  "drt_iter0_markers": 34,
  "layout_top_cell": "dfrtp_1",
  "drc": 0,
  "cts_buffer_depth": 2,
  "antenna_cells": 0,
  "grt_pass1_vias": 1178,
  "cts_made_buffers": 3,
  "die_width_um": 122,
  "peakVddDrop_mv": 0.1183,
  "yosys.area.top_type": "dfrtp_1",
  "top_area_share_pct": 39.90,
  "power_density_mw_per_mm2": 277.3,
  "postCtsSetupRepairBufs": 0,
  "synth_warnings": 1,
  "clock-sinks": 28,
  "post-dp-hpwl_um": 2274,
  "gr-total-overflow": 0,
  "initCoreUtil_pct": 15.32,
  "drtPass1Iterations": 4,
  "finClkSkew_ns": 0.002285,
  "gp_congestion": 0.7702,
  "core_area_sq_mm": 0.01023,
  "clk_latency_ns": 0.27,
  "rows": 37,
  "cp_slowest_cell": "clkdlybuf4s50_1",
  "layout_top_cells": "25 x dfrtp_1, 22 x nor2_1, 17 x nand2_1, 12 x clkdlybuf4s50_1, 10 x a21oi_1",
  "synth.area.top_cells": "dfrtp_1 40%, nor2_1 5.3%, dfstp_2 5.0%, nand2_1 4.1%, xnor2_1 3.9%",
  "combPwrFrac_pct": 10.9,
  "rsz0062_at_grt": "false",
  "io_buffers": 12,
  "critPathMaxStageDelay_ns": 0.52,
  "edf_count": 0,
  "drv_slew": 0,
  "io_pins": 13,
  "syn_avg_cell_area_sq_um": 9.444,
  "grt_pass1_wl_um": 5388,
  "p_sw_share_pct": 21.80,
  "synth-seq-cells": 28,
  "switchingPower_uw": 113.7,
  "hold_violations": 0,
  "max_freq_ghz": 0.4228,
  "root_buffer": "clkbuf_8",
  "path_cells": "clkdlybuf4s50_1 -> xor2_1 -> xnor2_1 -> nand2_1 -> xor2_1 -> a2111oi_0 -> o311a_1",
  "hold_path.class": "register to register",
  "tightest_slew_ns": 0.4547,
  "ff_type": "dfrtp_1",
  "die_h_um": 122,
  "p_leak_uw": 0.0008076,
  "wl_per_cell_um": 9.748,
  "crit_path_frequent_cell": "xor2_1",
  "fillers": 1105,
  "timing.final.crit_period_ns": 2.365,
  "vias": 1217,
  "crit_type": "input pin to register",
  "crit_required_ns": 4.01,
  "p_int_uw": 407.8,
  "warning_count": 25,
  "viasPerCell": 3.876,
  "pre_cts_ws_ns": 1.164,
  "p_clk_share_pct": 30.9,
  "dieArea_sq_mm": 0.01488,
  "cp-end-kind": "register",
  "max_slew_margin_pct": 69.69,
  "ys_seq_share_pct": 44.93,
  "cp_max_fo": 3,
  "clk_transition_reported_paths_ns": 0.09,
  "tns_ns": 0,
  "postRouteAntennaNets": 0,
  "htree_levels": 1,
  "routed_wirelength_um": 3061
}
flip-flops by register name, summed over array words and instances (netlist names):
register and cells:
sending_high_byte 1, state 5, bit_index 4, tx_serial 1
clk_count 16, tx_done 1
per-layer routing:
layer,GRT usage (%),up-vias,share of wire [%]
li1,-,630,-
met1,5.702,574,50
met2,7.133,11,48
met3,0,2,0.95
met4,0.7452,0,1.4
met5,0,-,0
worst paths after layout:
path / from / to / slack, ns / cells past startpoint
setup / recovery: data_in[6] / tx_serial$_DFFE_PN1P_ / 1.43 / 7
hold / removal: state[1]$_DFF_PN0_ / tx_done$_DFFE_PN0P_ / 0.45 / 1
setup reg to reg: clk_count[0]$_DFFE_PN0P_ / bit_index[0]$_DFFE_PN0P_ / 1.84 / 6
hold reg to reg: state[1]$_DFF_PN0_ / tx_done$_DFFE_PN0P_ / 0.45 / 1
max in group asynchronous: rst_n / state[0]$_DFF_PN1_ / 2.62 / 2
min in group asynchronous: rst_n / clk_count[11]$_DFFE_PN0P_ / 0.86 / 2
critical path, delay by kind of cell:
family / cells / cell delay, ns
buffers and inverters: 1 / 0.52
AND-OR/OR-AND: 2 / 0.64
XOR/XNOR: 3 / 0.58
AND/OR/NAND/NOR: 1 / 0.08
power groups by stage:
stage                 Sequential, uW  Combinational (uW)  Clock [uW]
after CTS                        304                57.5         170
after global routing             304                62.9         181
final                            304                56.6         161
area by class of cell:
cell class              instances  area (sq um)  area share (%)
clock buffers                   4         45.04           2.395
inverters                       1         3.754          0.1996
multi-input cells             131         822.0           43.71
flip-flops and latches         28         704.4           37.46
well taps                     136         170.2           9.049
repair buffers                 14         135.1           7.186
cell usage after synthesis, drive strengths merged, types with 2 or more instances:
| cell type | instances |
|---|---|
| o21ai | 4 |
| nand3b | 2 |
| xor2 | 5 |
| dfstp | 3 |
| o211ai | 2 |
| a21o | 3 |
| dfrtp | 25 |
| a31oi | 7 |
| ha | 3 |
| and4 | 3 |
| mux2i | 2 |
| nand4 | 2 |
| and3 | 4 |
| nor2b | 3 |
| nor2 | 22 |
| nand2 | 17 |
| xnor2 | 8 |
| a211oi | 2 |
| o31ai | 2 |
| buf | 5 |
| nor3 | 4 |
| nor4 | 3 |
| nand3 | 8 |
| a21oi | 10 |
| nand2b | 2 |
stage by stage:
step | area (sq um) | hold WS [ns] | std cells | power (uW) | utilization [%]
after global routing | 1881 | 0.4732 | 314 | 547.9 | 18.38
after global placement | 1836 | 0.4457 | 310 | 366.6 | 17.94
after detailed placement | 1836 | 0.4389 | 310 | 367.1 | 17.94
final | 1881 | 0.4499 | 314 | 521.5 | 18.38
after floorplan | 1568 | 0.4227 | 166 | 335.9 | -
after CTS | 1881 | 0.4544 | 314 | 531.8 | 18.38
logic make-up (layout without fill, tap and decap cells):
kind of cell    Yosys count  in the layout  share of synthesized area (%)
compound gates           37             37                          15.80
xor+xnor                 13             13                          7.742
fa+ha+maj                 3              3                          2.395
buf+inv                   7             19                          2.633
flops                    28             28                          44.93
mux                       2              2                          1.277
simple gates             76             76                          25.22
Power is estimated from default activity; no workload was simulated.
