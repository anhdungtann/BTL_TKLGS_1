**flow/design.v**
```verilog
module uart_rx #(
    parameter BIT_CYCLES = 434
)(
    input  wire clk,
    input  wire rst,
    input  wire rx_serial,
    output reg  rx_ready,       
    output reg [7:0] rx_data
);
    reg [15:0] cycle_cnt;
    reg [3:0] bit_idx;
    reg receiving;
    reg [7:0] shift_reg;
    reg rx_serial_sync0, rx_serial_sync1;
    reg start_edge;
    initial begin
        rx_ready = 0;
        rx_data = 8'b0;
        cycle_cnt = 0;
        bit_idx = 0;
        receiving = 0;
        shift_reg = 8'b0;
        rx_serial_sync0 = 1'b1;
        rx_serial_sync1 = 1'b1;
    end
    always @(posedge clk) begin
        rx_serial_sync0 <= rx_serial;
        rx_serial_sync1 <= rx_serial_sync0;
    end
    always @(posedge clk or posedge rst) begin
        if (rst) begin
            rx_ready <= 0;
            receiving <= 0;
            cycle_cnt <= 0;
            bit_idx <= 0;
            shift_reg <= 0;
        end else begin
            rx_ready <= 0;  
            if (~receiving) begin
                if (rx_serial_sync1 == 1'b0) begin
                    receiving <= 1'b1;
                    cycle_cnt <= BIT_CYCLES/2; 
                    bit_idx <= 0;  
                end
            end else begin
                if (cycle_cnt > 0) begin
                    cycle_cnt <= cycle_cnt - 1;
                end else begin
                    cycle_cnt <= BIT_CYCLES - 1;
                    if (bit_idx == 0) begin
                        bit_idx <= bit_idx + 1;
                    end
                    else if (bit_idx <= 8) begin
                        shift_reg[bit_idx - 1] <= rx_serial_sync1;
                        bit_idx <= bit_idx + 1;
                    end
                    else begin
                        rx_data <= shift_reg;
                        rx_ready <= 1'b1;  
                        receiving <= 1'b0;  
                    end
                end
            end
        end
    end
endmodule
```
**flow/run.sh**
```bash
#!/bin/bash
# OpenROAD 26Q1-2900-gdf79404cd8, Yosys 0.63+post, stock flow scripts
make -C /OpenROAD-flow-scripts/flow DESIGN_CONFIG=/design/flow/config.mk WORK_HOME=/design/flow/orfs finish
```
**flow/config.mk**
```make
export PLATFORM = sky130hd
export DESIGN_NAME = uart_rx
export DESIGN_NICKNAME = uart_rx
export VERILOG_FILES = /design/flow/design.v
export SDC_FILE = /design/flow/constraint.sdc
export NUM_CORES = 4
export LEC_CHECK = 1
export CORE_UTILIZATION = 40
```
**flow/constraint.sdc**
```tcl
current_design uart_rx

set clk_period 4.4
set clk_io_pct 0.2

create_clock -name clk0 -period $clk_period [get_ports {clk}]

set non_clock_inputs [all_inputs -no_clocks]
set_input_delay [expr $clk_period * $clk_io_pct] -clock clk0 $non_clock_inputs
set_output_delay [expr $clk_period * $clk_io_pct] -clock clk0 [all_outputs]
```
==> flow_metrics.py <==
# Synthesis and PnR figures
metrics = {
    "floorplan": {
        "die_width_um": 77.54,
        "core_sq_um": 5507,
        "die-area_sq_um": 6012,
        "die_h_um": 77.54,
        "top_level_ports": 12,
        "rows": 27,
        "floorplanUtilization_pct": 41.45,
    },
    "routing": {
        "wl_per_cell_um": 14.23,
        "wirelength_um": 4426,
        "via_per_inst": 5.498,
        "ant_nets": 0,
        "drc": 0,
        "drt_iter0_markers": 88,
        "vias": 1710,
        "num_antenna_cells": 0,
        "drtPass1Iterations": 4,
    },
    "synthesis": {
        "yosysWarnings": 1,
        "yosysSeqAreaShare_pct": 45.18,
        "ys_cells": 226,
        "synth_flops": 40,
        "netlist_instances": 226,
        "edf_count": 8,
        "ys_area_sq_um": 2282,
        "synth-main-ff-cell": "dfrtp_1",
        "ys_types": 55,
        "synth-async-reset-ratio_pct": 75.00,
        "synth_area_per_cell_sq_um": 10.10,
        "synth_area_sq_um": 2282,
    },
    "global_route": {
        "grt_max_degree": 32,
        "antenna_found_initial": 0,
        "overflow": 0,
        "gr-usage-all-layers_pct": 16.78,
        "grt_pass1_vias": 1624,
        "grt_pass1_wl_um": 7741,
    },
    "clock_tree": {
        "cts_resized": 0,
        "cts_buffers": 5,
        "cts_tree": "done",
        "cts_sinks": 40,
        "h-tree-depth": 2,
        "cts_hold_buf": 0,
        "cts.reportedPaths.clkPinSlew_ns": 0.08,
        "postCtsSetupBuffers": 0,
        "cts_buffer_depth": 2,
        "cts-root-buf": "clkbuf_8",
        "insertion_delay_ns": 0.29,
    },
    "final_timing": {
        "hold_viol": 0,
        "worst_slew_pin_slew_ns": 0.5704,
        "max_slew_margin_pct": 61.90,
        "setup_viol_count_final": 0,
        "rsz0062_at_grt": "no",
        "slew_violations": 0,
        "setup_slack_ns": 0.9398,
        "period_used_pct": 78.64,
        "setup_tns_ns": 0,
        "fmax_mhz": 289.0,
        "fin_skew_ns": 0.003915,
        "fin_crit_ns": 3.460,
    },
    "worst_setup_path": {
        "arrival_ns": 3.64,
        "worstPathMaxFanout": 15,
        "startpoint_type": "flip-flop",
        "critPathKind": "flip-flop to flip-flop",
        "worstSetupEndpointType": "flip-flop",
        "worstSetupStartpoint": "bit_idx[0]$_DFFE_PP0P_",
        "cp.required_ns": 4.58,
        "rr_startpoint": "bit_idx[0]$_DFFE_PP0P_",
    },
    "layout": {
        "area_growth_pct": 14.47,
        "fin_util_pct": 47.44,
        "largest_reg_flops": 16,
        "fillerInstances": 486,
        "layout.cells.non_filler": 311,
        "layout-drive-gt1-share_pct": 10.88,
    },
    "place": {
        "dp.cells": 303,
        "numPortBuffers": 11,
        "gp_congestion": 0.8511,
        "dp_hpwl_um": 3241,
        "dp_slack_ns": 0.9235,
    },
    "power": {
        "p_leak_nw": 1.099,
        "power.internal_uw": 640.0,
        "pwr-share-seq_pct": 48.8,
        "power_density_nw_per_um2": 296.8,
        "p_sw_uw": 135.5,
        "swShare_pct": 17.47,
        "combPwrFrac_pct": 1.0,
        "ir_worst_vdd_v": 0.0001795,
        "pwr-share-clk_pct": 50.1,
        "power.total_uw": 775.5,
    },
    "job": {
        "tool_warnings": 29,
        "maxCapViolations": 0,
    },
    "outcome": {
        "status": "finished clean",
    },
    "min_path": {
        "hp-class": "flip-flop to flip-flop",
        "min_from": "rx_serial_sync0$_DFF_P_",
    },
}
## layer usage
layer | part of all wire [%] | global-route usage, % | vias up | wire length (um)
met2 | 41 | 23.36 | 29 | 1797
met4 | 1.4 | 2.075 | 0 | 61
met5 | 0 | 0 | - | 0
met3 | 3.5 | 2.867 | 6 | 153
li1 | - | - | 874 | -
met1 | 55 | 29.32 | 801 | 2413
## logic make-up after synthesis
family                   synth area share [%]
AND/OR/NAND/NOR                         24.62
AND-OR/OR-AND                           13.43
flip-flops                              45.18
buffers and inverters                   3.179
adder cells (fa/ha/maj)                 6.579
multiplexers                            4.386
XOR/XNOR                                2.632
## stage by stage
step | hold slack [ns] | cell area (sq um)
floorplan | 0.3096 | 2282
global route | 0.3382 | 2613
finish | 0.3299 | 2613
detailed placement | 0.3121 | 2459
global placement | 0.3130 | 2459
CTS | 0.3317 | 2613
## synth_stat cells (2+ instances only)
cell type  instances  area, sq um
a211oi_1           2        15.01
a21o_1             2        15.01
a21oi_1           18        90.09
a31oi_1            5        31.28
and2_1             3        18.77
and3_1             4        25.02
and4_1             2        17.52
buf_4              2        15.01
clkbuf_1           4        15.01
dfrtp_1           30        750.7
dfxtp_1            2        40.04
edfxtp_1           8        240.2
ha_1              12        150.1
inv_1              8        30.03
mux2_1             3        33.78
mux2_2             5        56.30
nand2_1           17        63.81
nand2b_1           5        31.28
nand3_1            5        25.02
nand4b_1           2        17.52
nor2_1            13        48.80
nor3_1            12        60.06
nor4_1            11        68.82
o21ai_0            9        45.04
o2bb2ai_1          2        17.52
o41ai_1            2        17.52
or3_1              6        37.54
or4b_2             2        20.02
xnor2_1            3        26.28
xor2_1             2        17.52
## worst max-delay path: stages (launching register included)
cell and delay [ns]:
dfrtp_1 0.62, inv_1 0.15, ha_1 0.41, nand2_1 0.15, or3_1 0.37, ha_1 0.29
or3_1 0.41, nor3_4 0.17, nand4_4 0.15, nor4_1 0.29, mux2_1 0.35
## power by group through the flow
| stage | registers, mW | logic (mW) | clock network (mW) |
|---|---|---|---|
| 4_1_cts | 0.379 | 0.00851 | 0.398 |
| 5_1_grt | 0.379 | 0.00969 | 0.417 |
| 6_report | 0.379 | 0.00794 | 0.389 |
## path summary, 6_finish.rpt
kind	endpoint	slack, ns	cells past startpoint
min	rx_serial_sync1$_DFF_P_	0.33	0
min reg2reg	rx_serial_sync1$_DFF_P_	0.33	0
max in group asynchronous	cycle_cnt[10]$_DFFE_PP0P_	3.15	3
max	shift_reg[3]$_DFFE_PP0P_	0.94	10
min in group asynchronous	shift_reg[2]$_DFFE_PP0P_	0.96	3
max reg2reg	shift_reg[3]$_DFFE_PP0P_	0.94	10
## area by class of cell
class	instances	area, sq um	share of cell area [%]
Tap cell	72	90.09	3.448
Multi-Input combinational cell	169	1179	45.11
Clock buffer	6	93.84	3.592
Timing Repair Buffer	13	125.1	4.789
Sequential cell	40	1031	39.46
Clock inverter	2	60.06	2.299
Inverter	9	33.78	1.293
## layout by cell type (no fill, tap or decap), types with 3 or more instances in the layout
cell type	n
nand2b_1	5
nor2_1	13
nand2_1	17
clkdlybuf4s50_1	11
mux2_1	3
xnor2_1	3
or3_1	6
nor4_1	11
and2_1	3
dfrtp_1	30
o21ai_0	9
edfxtp_1	8
nand3_1	5
ha_1	12
inv_1	8
clkbuf_8	5
a21oi_1	18
nor3_1	12
mux2_2	5
and3_1	4
a31oi_1	5
Power is estimated from default activity; no workload was simulated.
